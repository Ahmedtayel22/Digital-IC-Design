`/design/flow/design.v`:
```
module CRC
#(parameter sead = 8'hD8, LSFRs = 7)
(data, active, CLK, RST, crc, valid);
input  data;
input  active;
input  CLK;
input  RST;
output crc;
output valid;
reg crc;
reg valid;
reg [7:0] registers;
reg [3:0] i;
reg [3:0] j;
always@(posedge CLK or negedge RST)
begin
    if(!RST)
    begin
        registers <= sead;
        valid     <= 1'b0;
        crc       <= 1'b0;
        i         <= 1'b0;
        j         <= 1'b0;
    end
    else if (active == 1)
    begin
            valid <= 0;
            j     <= j+1;
            registers[7]    <= registers[0]^data;
            registers[6]    <= registers[7]^(registers[0]^data);
            registers[5:3]  <= registers[6:4];
            registers[2]    <= registers[3]^(registers[0]^data);
            registers[1:0]  <= registers[2:1];
    end
    else if (active == 0 && i < (LSFRs+1) && j==(LSFRs+1))
    begin
        valid <= 1'b1;
        {registers[6:0],crc} <= registers;
        i <= i+1;
        if (i==LSFRs)
         begin 
            valid     <= 1'b0; 
            i         <= 4'b0;
            j         <= 4'b0;
            registers <= sead;
         end
    end 
end
endmodule
```
`/design/flow/run.sh`:
```
#!/bin/bash
# OpenROAD 26Q1-2900-gdf79404cd8, Yosys 0.63+post, stock flow scripts
make -C /OpenROAD-flow-scripts/flow DESIGN_CONFIG=/design/flow/config.mk WORK_HOME=/design/flow/orfs finish
```
`/design/flow/config.mk`:
```
export PLATFORM = sky130hd
export DESIGN_NAME = CRC
export DESIGN_NICKNAME = CRC
export VERILOG_FILES = /design/flow/design.v
export SDC_FILE = /design/flow/constraint.sdc
export NUM_CORES = 4
export LEC_CHECK = 1
export CORE_AREA = 10 10 97 97
export DIE_AREA = 0 0 107 107
export SYNTH_HDL_FRONTEND = slang
```
`/design/flow/constraint.sdc`:
```
current_design CRC

set clk_period 2.7
set clk_io_pct 0.2

create_clock -name clk0 -period $clk_period [get_ports {CLK}]

set non_clock_inputs [all_inputs -no_clocks]
set_input_delay [expr $clk_period * $clk_io_pct] -clock clk0 $non_clock_inputs
set_output_delay [expr $clk_period * $clk_io_pct] -clock clk0 [all_outputs]
```
==> impl_metrics.json <==
{
  "maxCapViolCount": 0,
  "final_layout_size_suffix_gt1_share_pct": 24.14,
  "setup_total_negative_slack_ns": 0,
  "synth_area_um2": 925.9,
  "fmax_ghz": 0.5465,
  "final.min_clock_period_ns": 1.830,
  "leakage_uw": 0.0004594,
  "worstMarginPinSlew_ns": 0.3848,
  "clk_pin_slew_ns": 0.07,
  "initCoreUtil_pct": 12.70,
  "die-area_um2": 11450,
  "grt_usage_pct": 2.953,
  "wl_per_cell_um": 8.758,
  "hold_depth": 1,
  "maxSlewViolCount": 0,
  "first_pass_iters": 4,
  "row_count": 31,
  "cts_resized": 0,
  "top_area_share_pct": 37.84,
  "ys_sh_xor_pct": 3.784,
  "place_hpwl_mm": 1.170,
  "synthTopCellsByCount": "dfrtp_1 (14), nand2_1 (7), inv_1 (5), o22ai_1 (5)",
  "die_h_um": 107,
  "peakVddDrop_uv": 261.3,
  "wirelength_mm": 1.629,
  "area_growth_pct": 22.30,
  "worstSetupPathType": "reg -> reg",
  "topCellsByArea": "dfrtp_1 (38%), dfstp_2 (11%), mux2_4 (4.9%)",
  "clock_latency_ns": 0.25,
  "die_x_um": 107,
  "start_kind": "flop",
  "synthDistinctLibCells": 31,
  "simple_gate_share_pct": 15.95,
  "grt_pass1_wl_mm": 2.842,
  "synth.avg_cell_area_um2": 11.57,
  "min_path_type": "reg -> reg",
  "rsz0062_at_grt": "no",
  "ys_ff": 18,
  "gp_congestion": 0.7542,
  "ys_sh_adder_pct": 4.054,
  "cp.required_ns": 2.84,
  "clkPwrFrac_pct": 21.6,
  "cellInternalPower_uw": 711.9,
  "mux_share_pct": 8.514,
  "ys_seq_share_pct": 49.19,
  "status": "finished clean",
  "antenna_found_initial": 0,
  "crit_fanout": 9,
  "sw_frac_of_total_pct": 29.70,
  "ys.flop_type": "dfrtp_1",
  "core_area_um2": 7292,
  "ys_area_um2": 925.9,
  "report.final.hold_viol_count": 0,
  "io_pins": 6,
  "log.warning_count": 26,
  "yosys_warnings": 0,
  "cellPowerDensity_nw_per_um2": 894.3,
  "hold_slack_ns": 0.4991,
  "syn_inst": 80,
  "final_antenna_net_count": 0,
  "p_comb_share_pct": 30.6,
  "cp.arrival_ns": 1.97,
  "relSlewSlack_pct": 74.24,
  "clock-sinks": 18,
  "pwr-share-seq_pct": 47.8,
  "fin_ws_ns": 0.8703,
  "cts_tree": "built",
  "port_buffers": 5,
  "clk_path_buf_depth": 2,
  "htree_levels": 1,
  "n_fill_cell": 838,
  "end_kind": "flop",
  "finalClockSkew_ns": 0.001984,
  "cts-hold-fix-buffers": 0,
  "grt_pass1_vias": 580,
  "pre_cts_slack_ns": 0.6825,
  "logic_family": "simple AND/OR/NAND/NOR gates",
  "compound_area_share_pct": 12.43,
  "yosysMostFrequentCell": "dfrtp_1",
  "drt-initial-drc-count": 26,
  "async_reset_ff_share_pct": 100.0,
  "grt_max_degree": 19,
  "route.detailed.drc": 0,
  "cts_buffers": 3,
  "yosys_cells": 80,
  "netlist.top_cell.by_area": "dfrtp_1",
  "cts_setup_buffers": 0,
  "setup_viol": 0,
  "r2r_cells": 5,
  "edf_count": 0,
  "layout_worst_path_cycle_share_pct": 67.77,
  "dr_total_vias": 600,
  "diodes": 0,
  "grt_overflow": 0,
  "cts-root-buf": "clkbuf_8",
  "routed_via_density": 3.226,
  "switchingPower_uw": 300.8
}
worst max-delay path: stages (launching register included):
cell and delay, ns:
dfrtp_1 0.42, inv_1 0.09, ha_1 0.13, and4bb_1 0.39
or2_1 0.35, mux2_4 0.33
layer usage:
metal  part of all wire, %  track usage (%)  vias to the layer above
met5                     0                0                        -
met4                   2.1           0.5803                        0
met3                   6.7            1.213                        2
met2                    43            4.390                        9
met1                    48            3.957                      295
li1                      -                -                      294
cell usage in the layout, fill, tap and decap left out, types with 3 or more instances in the layout:
cell type | Yosys | routed
dfrtp_1 | 14 | 14
nand2_1 | 7 | 7
inv_1 | 5 | 5
o22ai_1 | 5 | 5
clkdlybuf4s50_1 | 0 | 5
nor2_1 | 4 | 4
clkbuf_8 | 0 | 4
dfstp_2 | 4 | 4
nor2b_1 | 3 | 3
a21oi_1 | 3 | 3
mux2_4 | 3 | 3
mux2_2 | 3 | 3
ha_1 | 3 | 3
stage by stage:
| stage | utilization [%] | cells | instance area, µm² | power (µW) |
|---|---|---|---|---|
| 6_report | 15.53 | 186 | 1132 | 1013 |
| 3_3_place_gp | 14.77 | 182 | 1077 | 799.5 |
| 3_5_place_dp | 14.77 | 182 | 1077 | 799.3 |
| 5_1_grt | 15.53 | 186 | 1132 | 1103 |
| 4_1_cts | 15.53 | 186 | 1132 | 1030 |
| 2_1_floorplan | - | 80 | 925.9 | 725.1 |
registers in the layout, summed over array words and instances (netlist names):
| signal | flops |
|---|---|
| i | 4 |
| valid | 1 |
| crc | 1 |
| j | 4 |
| registers | 8 |
logic make-up after synthesis:
group           count (synthesis)
buf+inv                         9
compound gates                 17
flops                          18
mux                             6
simple gates                   23
xor+xnor                        4
fa+ha+maj                       3
layout make-up:
class / count / area (µm²) / share of cell area [%]
Timing Repair Buffer: 7 / 65.06 / 5.746
Sequential cell: 18 / 455.4 / 40.22
Tap cell: 99 / 123.9 / 10.94
Multi-Input combinational cell: 53 / 414.1 / 36.57
Clock buffer: 4 / 55.05 / 4.862
Inverter: 5 / 18.77 / 1.657
final timing paths:
check,start,to,slack (ns)
setup / recovery,j[0],registers[5],0.87
hold / removal,registers[1],registers[1],0.50
setup reg to reg,j[0],registers[5],0.87
hold reg to reg,registers[1],registers[1],0.50
max in group asynchronous,RST,registers[7],1.83
min in group asynchronous,RST,j[2],0.62
power by group through the flow:
stage	Sequential (µW)	Combinational (µW)	Clock, µW
after CTS	485	315	230
after global routing	503	356	244
final	484	309	219
No activity file was given, so power comes from the tool's default toggle rates.
