### config.mk
export PLATFORM = sky130hd
export DESIGN_NAME = I2c
export DESIGN_NICKNAME = I2c
export VERILOG_FILES = /design/flow/design.v
export SDC_FILE = /design/flow/constraint.sdc
export NUM_CORES = 4
export LEC_CHECK = 1
export CORE_UTILIZATION = 50
export SYNTH_HDL_FRONTEND = slang
### constraint.sdc
current_design I2c

set clk_period 4.6
set clk_io_pct 0.2

create_clock -name clk0 -period $clk_period [get_ports {clk}]

set non_clock_inputs [all_inputs -no_clocks]
set_input_delay [expr $clk_period * $clk_io_pct] -clock clk0 $non_clock_inputs
set_output_delay [expr $clk_period * $clk_io_pct] -clock clk0 [all_outputs]
### design.v
module I2c 
(wr_i2c, cmd, din, dvsr, clk, rst, sda_in, dout, ack, ready, done_tick, sda_out, scl);
input wr_i2c;
input  [2:0] cmd;
input  [7:0] din;
input  [15:0] dvsr;
input clk;
input rst;
input sda_in;
output wire [7:0] dout;
output wire ack;
output reg ready;
output reg done_tick;
output reg sda_out;
output reg scl;
reg [3:0] current_state;
reg [3:0] next_state;
reg [15:0] counter;
reg counter_rst;
reg [4:0] bit_cnt;
reg bit_done;
reg [8:0] tx_reg;
reg [8:0] rx_reg;
reg [8:0] tx_next;
reg [8:0] rx_next;
reg       READ_DONE;
parameter IDLE      =  0;
parameter START_1   =  1;
parameter START_2   =  2;
parameter HOLD      =  3;
parameter DATA_1    =  4;
parameter DATA_2    =  5;
parameter DATA_3    =  6;
parameter DATA_4    =  7;
parameter ACK_1     =  8;
parameter ACK_2     =  9;
parameter ACK_3     =  10;
parameter ACK_4     =  11;
parameter STOP_1    =  12;
parameter STOP_2    =  13;
parameter START_CMD   = 0;
parameter WR_CMD      = 1;
parameter RD_CMD      = 2;
parameter STOP_CMD    = 3;
wire [15:0] qutr;
wire [15:0] half;
assign qutr = dvsr;
assign half = qutr<<1;
assign ack  = cmd == WR_CMD ? sda_in:1;
assign dout = READ_DONE ? rx_reg[8:1]:0;
always @(posedge clk or negedge rst) 
begin
    if(!rst)
    begin
        tx_reg <= 9'b0;
        rx_reg <= 9'b0;
    end
    else
    begin
        tx_reg <= tx_next;
        rx_reg <= rx_next;
    end
end
always @(posedge clk or negedge rst) 
begin
    if(!rst)
        counter <= 0;
    else if (counter_rst)
        counter <= 0;
    else 
        counter <= counter + 1;
end
always @(posedge clk or negedge rst) 
begin
    if(!rst) 
        bit_cnt <= 0; 
    else if (bit_cnt == 9)
        bit_cnt <= 0;
    else if (bit_done)
        bit_cnt <= bit_cnt + 1;  
    else
        bit_cnt <= bit_cnt;
end
always @(posedge clk or negedge rst) 
begin
    if(!rst) 
        current_state <= IDLE; 
    else 
        current_state <= next_state;  
end
always @(*)
begin
    case(current_state)
    IDLE:  
    begin
        if(cmd == START_CMD && wr_i2c)
        begin
            next_state = START_1;
        end
        else
        begin
            next_state = IDLE;
        end
        sda_out      = 1'b1;
        scl          = 1'b1;
        ready        = 1'b1;
        counter_rst  = 1'b1;
        bit_done     = 1'b0;
        tx_next      = tx_reg;
        rx_next      = rx_reg;
        done_tick    = 1'b0;
        READ_DONE    = 1'b0;
    end   
    START_1:  
    begin
        if(counter == half)
        begin
            next_state = START_2;
            counter_rst = 1'b1;
        end
        else
        begin
            next_state = START_1;
            counter_rst = 1'b0;
        end
        sda_out    = 1'b0;
        scl        = 1'b1;
        ready      = 1'b0; 
        bit_done   = 1'b0;
        tx_next    = tx_reg;
        rx_next    = rx_reg;
        done_tick  = 1'b0;
        READ_DONE    = 1'b0;
    end 
    START_2:  
    begin
        if(counter == half)
        begin 
            next_state = HOLD;
            counter_rst = 1'b1;
        end
        else
        begin
            next_state = START_2;
            counter_rst = 1'b0;
        end
        sda_out      = 1'b0;
        scl          = 1'b0;
        ready        = 1'b0; 
        bit_done     = 1'b0;
        tx_next      = tx_reg;
        rx_next      = rx_reg;
        done_tick    = 1'b0;
        READ_DONE    = 1'b0;
    end 
    HOLD:  
    begin
        if(cmd == WR_CMD)
        begin
            next_state  = DATA_1;
            tx_next     = {din,1'b0};
        end
        else if (cmd == RD_CMD)
        begin
            next_state = DATA_1;
            tx_next = tx_reg;
        end
        else if (cmd == STOP_CMD)
        begin
            next_state = STOP_1;
            tx_next = tx_reg;
        end
        else
        begin
            next_state = HOLD;
            tx_next = tx_reg;
        end
        sda_out     = 1'b0;
        scl         = 1'b0;
        ready       = 1'b1; 
        bit_done    = 1'b0;
        counter_rst = 1'b1;
        rx_next     = rx_reg;
        done_tick   = 1'b0;
        READ_DONE    = 1'b0;
    end 
    DATA_1:  
    begin
        if(counter == qutr)
        begin
            next_state = DATA_2;
            counter_rst = 1'b1;
        end
        else
        begin
            next_state = DATA_1;
            counter_rst = 1'b0;
        end
        if(cmd == RD_CMD)
        sda_out  = 1'hz;
        else
        begin
        sda_out  = tx_reg[8];
        end
        scl         = 1'b0;
        ready       = 1'b0; 
        bit_done    = 1'b0;
        tx_next     = tx_reg;
        rx_next     = rx_reg;
        done_tick   = 1'b0;
        READ_DONE    = 1'b0;
    end 
    DATA_2:  
    begin
        if(counter == qutr)
        begin
            next_state  = DATA_3;
            counter_rst = 1'b1;
            rx_next     = {rx_reg[7:0],sda_in};
        end
        else
        begin
            next_state  = DATA_2;
            counter_rst = 1'b0;
            rx_next     = rx_reg;
        end
        if(cmd == RD_CMD)
        sda_out  = 1'hz;
        else
        begin
        sda_out  = tx_reg[8];
        end
        scl         = 1'b1;
        ready       = 1'b0; 
        bit_done    = 1'b0;
        tx_next     = tx_reg;
        done_tick   = 1'b0;
        READ_DONE    = 1'b0;
    end 
    DATA_3:  
    begin
        if(counter == qutr)
        begin
            next_state  = DATA_4;
            counter_rst = 1'b1;
        end
        else
        begin
            next_state  = DATA_3;
            counter_rst = 1'b0;
        end
        if(cmd == RD_CMD)
        sda_out  = 1'hz;
        else
        begin
        sda_out  = tx_reg[8];
        end
        scl         = 1'b1;
        ready       = 1'b0; 
        bit_done    = 1'b0;
        tx_next     = tx_reg;
        rx_next     = rx_reg;
        done_tick   = 1'b0;
        READ_DONE    = 1'b0;
    end 
    DATA_4:  
    begin
        if (counter == qutr && bit_cnt == 8)
        begin
            next_state  = ACK_1;
            tx_next     = tx_reg;
            counter_rst = 1'b1;
            bit_done    = 1'b1;
        end
        else if(counter == qutr && bit_cnt != 8)
        begin
            next_state  = DATA_1;
            tx_next     = {tx_reg[7:0],1'b0};
            counter_rst = 1'b1;
            bit_done    = 1'b1;
        end
        else
        begin
            tx_next     = tx_reg;
            next_state  = DATA_4;
            counter_rst = 1'b0;
            bit_done    = 1'b0; 
        end
        if(cmd == RD_CMD)
        sda_out  = 1'hz;
        else
        begin
        sda_out  = tx_reg[8];
        end
        scl         = 1'b0;
        ready       = 1'b0;
        rx_next     = rx_reg; 
        done_tick   = 1'b0;
        READ_DONE    = 1'b0;
    end 
    ACK_1:  
    begin
        if(counter == qutr)
        begin
            next_state  = ACK_2;
            counter_rst = 1'b1;
        end
        else
        begin
            next_state  = ACK_1;
            counter_rst = 1'b0;
        end
        if(cmd == WR_CMD)
        sda_out  = 1'hz;
        else
        begin
        sda_out  = 1'b0;
        end
        scl         = 1'b0;
        bit_done    = 1'b0;
        ready       = 1'b0; 
        done_tick   = 1'b0;
        tx_next     = tx_reg;
        rx_next     = rx_reg;
        READ_DONE    = 1'b0;
    end
    ACK_2:  
    begin
        if(counter == qutr)
        begin
            next_state  = ACK_3;
            counter_rst = 1'b1;
        end
        else
        begin
            next_state  = ACK_2;
            counter_rst = 1'b0;
        end
        if(cmd == WR_CMD)
        sda_out  = 1'hz;
        else
        begin
        sda_out  = 1'b0;
        end
        scl         = 1'b1;
        bit_done    = 1'b0;
        ready       = 1'b0; 
        done_tick   = 1'b0;
        tx_next     = tx_reg;
        rx_next     = rx_reg;
        READ_DONE    = 1'b0;
    end
    ACK_3:  
    begin
        if(counter == qutr)
        begin
            next_state  = ACK_4;
            counter_rst = 1'b1;
        end
        else
        begin
            next_state  = ACK_3;
            counter_rst = 1'b0;
        end
        if(cmd == WR_CMD)
        sda_out  = 1'hz;
        else
        begin
        sda_out  = 1'b0;
        end
        scl         = 1'b1;
        bit_done    = 1'b0;
        ready       = 1'b0; 
        done_tick   = 1'b0;
        tx_next     = tx_reg;
        rx_next     = rx_reg;
        READ_DONE    = 1'b0;
    end
    ACK_4:  
    begin
        if(counter == qutr)
        begin
            next_state  = HOLD;
            counter_rst = 1'b1;
            done_tick   = 1'b1;
        end
        else
        begin
            next_state  = ACK_4;
            counter_rst = 1'b0;
            done_tick   = 1'b0;
        end
        if(cmd == WR_CMD)
        begin
        sda_out  = 1'hz;
        READ_DONE   = 1'b0;
        end
        else
        begin
        sda_out    = 1'b0;
        READ_DONE   = 1'b1;
        end
        scl         = 1'b0;
        bit_done    = 1'b0;
        ready       = 1'b0; 
        tx_next     = tx_reg;
        rx_next     = rx_reg;
    end
    STOP_1:  
    begin
        if(counter == half)
        begin
            next_state  = STOP_2;
            counter_rst = 1'b1;
        end
        else
        begin
            next_state  = STOP_1;
            counter_rst = 1'b0;
        end
        sda_out     = 1'b0;
        scl         = 1'b1;
        ready       = 1'b0; 
        bit_done    = 1'b0;
        tx_next     = tx_reg;
        rx_next     = rx_reg;
        done_tick   = 1'b0;
        READ_DONE   = 1'b0;
    end   
    STOP_2:  
    begin
        if(counter == half)
        begin
            next_state = IDLE;
            counter_rst = 1'b1;
        end
        else
        begin
            next_state = STOP_2;
            counter_rst = 1'b0;
        end
        sda_out     = 1'b1;
        scl         = 1'b1;
        ready       = 1'b0; 
        bit_done    = 1'b0;
        tx_next     = tx_reg;
        rx_next     = rx_reg;
        done_tick   = 1'b0;
        READ_DONE   = 1'b0;
    end  
    default:  
    begin
        next_state  = IDLE;
        sda_out     = 1'b1;
        scl         = 1'b1;
        ready       = 1'b0; 
        bit_done    = 1'b0;
        tx_next     = tx_reg;
        rx_next     = rx_reg;
        done_tick   = 1'b0;
        READ_DONE   = 1'b0;
        counter_rst = 1'b1;
    end 
    endcase
end
endmodule
### run.sh
#!/bin/bash
# OpenROAD 26Q1-2900-gdf79404cd8, Yosys 0.63+post, stock flow scripts
make -C /OpenROAD-flow-scripts/flow DESIGN_CONFIG=/design/flow/config.mk WORK_HOME=/design/flow/orfs finish
==> reports/metrics.yaml <==
synthesis:
  ys.flops: 52
  synthTopCellsByCount: "dfrtp_1, xor2_1, mux2_2"
  ys_seq_share_pct: 44.87
  top_cell: "dfrtp_1"
  synth_cell_types: 41
  ys_cells: 270
  top_cells_by_area: "dfrtp_1, xor2_1, mux2_2, mux2_4, and3_1"
  edf_count: 0
  top_area_cell: "dfrtp_1"
  synth-main-ff-cell: "dfrtp_1"
  synth_area_sq_um: 2903
  syn_area_per_cell_sq_um: 10.75
  synth_warnings: 0
  ys_area_sq_um: 2903
  synth_top_area_share_pct: 43.97
  synthArstFlopShare_pct: 100.0
  netlist_instances: 270
sta:
  rsz0062_at_grt: "false"
  min_period_ps: 3691
  final-setup-viol-count: 0
  timing.fmax_mhz: 271.0
  layout_setup_ws_ps: 909.3
  hold_viol: 0
  fin_setup_tns_ps: 0
  fin_hold_ws_ps: 473.7
  fin_crit_sh_pct: 80.23
  finClkSkew_ps: 7.421
  tightest_slew_ps: 694.5
  finalMaxSlewViolations: 0
  slew_headroom_pct: 53.69
worst_setup_path:
  path_buffers: 2
  crit_fanout: 13
  reg2reg_depth: 6
  crit_arrival_ps: 2770
  cpLargestDelayFamily: "buffers and inverters"
  cpPeakStageDelay_ps: 590
  r2r-start: "counter[6]$_DFF_PN0_"
  crit_chain: "clkdlybuf4s50_1 -> or3b_2 -> or2_2 -> clkdlybuf4s50_1"
  cp_common_cell: "clkdlybuf4s50_1"
  r2r_slack_ps: 2080
  critPathSlowestCell: "or3b_2"
  start_kind: "input pin"
  crit_path_end_kind: "output pin"
  cp.required_ps: 3680
  crit_type: "input pin to output pin"
  r2r-end: "rx_reg[3]$_DFFE_PN0P_"
place:
  gp_congestion: 0.9473
  placed_area_sq_um: 3364
  port-buffer-count: 43
  place_ws_ps: 922.0
  dp_hpwl_um: 3988
clocking:
  post-cts-setup-buffers: 0
  htreeDepth: 2
  cts.path.max_buffers: 2
  ctsHoldBuffers: 0
  clk_latency_ps: 300
  cts.clk_slew.worst_paths_ps: 100
  clock_sinks: 52
  cts_resized: 0
  numCtsBuffers: 5
  cts_root_buffer: "clkbuf_8"
  cts_tree: "done"
floorplan:
  die_w_um: 78.20
  dieArea_sq_um: 6114
  fp_util_pct: 52.39
  ios: 44
  rows: 27
  fp.coreArea_sq_um: 5540
  chipHeight_um: 78.20
route:
  drtAntennaViolNets: 0
  wl_per_cell_um: 14.84
  wirelength_um: 5668
  vias: 2092
  drc: 0
  diodes: 0
  drt-pass1-iter-count: 4
  initialDrtViolationCount: 59
  via_per_inst: 5.476
status:
  outcome: "completed"
flow_run:
  warning_count: 28
  max_cap_viol_count: 0
power:
  p_leak_nw: 1.616
  powerDensity_nw_per_um2: 234.1
  irDropWorstVdd_mv: 0.1435
global_route:
  grt_pass1_vias: 2043
  grt_max_degree: 53
  grt-ovfl-total: 0
  gr-usage-all-layers_pct: 20.73
  grt_antenna_before_repair: 0
  grt_pass1_wl_um: 9735
min_path:
  whs_path_depth: 1
  hold_path.class: "register to register"
  hp-start: "bit_cnt[4]$_DFFE_PN0P_"
  min_to: "bit_cnt[4]$_DFFE_PN0P_"
final_layout:
  nFillCells: 475
  area_delta_synth_final_pct: 19.01
  fin_area_sq_um: 3455
  drive_gt1_share_pct: 15.16
  final_util_pct: 62.35
[power breakdown]
group	switching (mW)	internal [mW]
Combinational	0.0348	0.0419
Clock	0.156	0.108
Sequential	0.00594	0.462
Total	0.197	0.612
[metal layers]
metal	track usage (%)	wire length (um)	vias up
met5	0	0	-
met4	1.852	46	0
met3	2.952	219	5
met2	31.58	2529	36
met1	34.45	2873	1016
li1	-	-	1035
[area by class of cell]
type,count,area (sq um),area share (%)
clock buffers,5,68.82,1.992
clock inverters,3,21.27,0.6157
inverters,9,33.78,0.9779
well taps,72,90.09,2.608
flip-flops and latches,52,1303,37.70
multi-input cells,195,1490,43.14
repair buffers,46,447.9,12.97
[cells by family (layout without fill, tap and decap cells)]
family / after synthesis / after routing / share of synthesized area, %
multiplexers: 29 / 29 / 12.28
AND-OR/OR-AND: 22 / 22 / 5.518
AND/OR/NAND/NOR: 93 / 93 / 17.63
flip-flops: 52 / 52 / 44.87
XOR/XNOR: 47 / 47 / 14.18
adder cells (fa/ha/maj): 4 / 4 / 1.724
buffers and inverters: 23 / 63 / 3.793
[worst max path at each step]
stage                   from  depth (start not counted)   to  slack, ps
after CTS             cmd[0]                          4  ack        910
after global routing  cmd[0]                          4  ack        840
final                 cmd[0]                          4  ack        910
[cells in the final DEF (no fill, tap or decap), types with 3 or more instances in the layout]
master and instances:
and3_1 15, buf_4 3, clkbuf_8 5, clkdlybuf4s50_1 42, dfrtp_1 51, ha_1 4, inv_1 9, mux2_2 17
mux2_4 9, mux2i_1 3, nand2_1 11, nand3_1 8, nand4_1 7, nor2_1 9, nor3_1 16, nor3b_1 3
nor4_1 13, o21ai_0 7, or3_1 3, xnor2_1 5, xor2_1 42
[per-stage QoR]
stage | total power, mW | std cells
finish | 0.8087 | 382
global route | 0.8471 | 382
CTS | 0.8214 | 382
detailed placement | 0.5536 | 374
global placement | 0.5544 | 374
floorplan | 0.5039 | 270
Power and IR drop assume default switching activity.
